<file path="flow/design.v">
module FullAdder(
    input A, B, Cin,
    output Sum, Cout
);
    wire w1, w2, w3;
    xor(w1, A, B);
    xor(Sum, w1, Cin);
    and(w2, A, B);
    and(w3, w1, Cin);
    or(Cout, w2, w3);
endmodule
module RippleCarryAdder8(
    input [7:0] A, B,
    input Cin,
    output [7:0] Sum,
    output Cout
);
    wire c1, c2, c3, c4, c5, c6, c7;
    FullAdder fa0(.A(A[0]), .B(B[0]), .Cin(Cin), .Sum(Sum[0]), .Cout(c1));
    FullAdder fa1(.A(A[1]), .B(B[1]), .Cin(c1), .Sum(Sum[1]), .Cout(c2));
    FullAdder fa2(.A(A[2]), .B(B[2]), .Cin(c2), .Sum(Sum[2]), .Cout(c3));
    FullAdder fa3(.A(A[3]), .B(B[3]), .Cin(c3), .Sum(Sum[3]), .Cout(c4));
    FullAdder fa4(.A(A[4]), .B(B[4]), .Cin(c4), .Sum(Sum[4]), .Cout(c5));
    FullAdder fa5(.A(A[5]), .B(B[5]), .Cin(c5), .Sum(Sum[5]), .Cout(c6));
    FullAdder fa6(.A(A[6]), .B(B[6]), .Cin(c6), .Sum(Sum[6]), .Cout(c7));
    FullAdder fa7(.A(A[7]), .B(B[7]), .Cin(c7), .Sum(Sum[7]), .Cout(Cout));
endmodule
module RippleCarryAdder16(
    input [15:0] A, B,
    input Cin,
    output [15:0] Sum,
    output Cout
);
    wire [14:0] carry;
    FullAdder fa0(.A(A[0]), .B(B[0]), .Cin(Cin), .Sum(Sum[0]), .Cout(carry[0]));
    FullAdder fa1(.A(A[1]), .B(B[1]), .Cin(carry[0]), .Sum(Sum[1]), .Cout(carry[1]));
    FullAdder fa2(.A(A[2]), .B(B[2]), .Cin(carry[1]), .Sum(Sum[2]), .Cout(carry[2]));
    FullAdder fa3(.A(A[3]), .B(B[3]), .Cin(carry[2]), .Sum(Sum[3]), .Cout(carry[3]));
    FullAdder fa4(.A(A[4]), .B(B[4]), .Cin(carry[3]), .Sum(Sum[4]), .Cout(carry[4]));
    FullAdder fa5(.A(A[5]), .B(B[5]), .Cin(carry[4]), .Sum(Sum[5]), .Cout(carry[5]));
    FullAdder fa6(.A(A[6]), .B(B[6]), .Cin(carry[5]), .Sum(Sum[6]), .Cout(carry[6]));
    FullAdder fa7(.A(A[7]), .B(B[7]), .Cin(carry[6]), .Sum(Sum[7]), .Cout(carry[7]));
    FullAdder fa8(.A(A[8]), .B(B[8]), .Cin(carry[7]), .Sum(Sum[8]), .Cout(carry[8]));
    FullAdder fa9(.A(A[9]), .B(B[9]), .Cin(carry[8]), .Sum(Sum[9]), .Cout(carry[9]));
    FullAdder fa10(.A(A[10]), .B(B[10]), .Cin(carry[9]), .Sum(Sum[10]), .Cout(carry[10]));
    FullAdder fa11(.A(A[11]), .B(B[11]), .Cin(carry[10]), .Sum(Sum[11]), .Cout(carry[11]));
    FullAdder fa12(.A(A[12]), .B(B[12]), .Cin(carry[11]), .Sum(Sum[12]), .Cout(carry[12]));
    FullAdder fa13(.A(A[13]), .B(B[13]), .Cin(carry[12]), .Sum(Sum[13]), .Cout(carry[13]));
    FullAdder fa14(.A(A[14]), .B(B[14]), .Cin(carry[13]), .Sum(Sum[14]), .Cout(carry[14]));
    FullAdder fa15(.A(A[15]), .B(B[15]), .Cin(carry[14]), .Sum(Sum[15]), .Cout(Cout));
endmodule
module Multiplier4x4(
    input [3:0] A, B,
    output [7:0] Product
);
    wire [3:0] pp0, pp1, pp2, pp3;
    and(pp0[0], A[0], B[0]);
    and(pp0[1], A[1], B[0]);
    and(pp0[2], A[2], B[0]);
    and(pp0[3], A[3], B[0]);
    and(pp1[0], A[0], B[1]);
    and(pp1[1], A[1], B[1]);
    and(pp1[2], A[2], B[1]);
    and(pp1[3], A[3], B[1]);
    and(pp2[0], A[0], B[2]);
    and(pp2[1], A[1], B[2]);
    and(pp2[2], A[2], B[2]);
    and(pp2[3], A[3], B[2]);
    and(pp3[0], A[0], B[3]);
    and(pp3[1], A[1], B[3]);
    and(pp3[2], A[2], B[3]);
    and(pp3[3], A[3], B[3]);
    wire [7:0] sum1, sum2, sum3;
    wire c1, c2, c3, c4, c5, c6;
    assign sum1[0] = pp0[0];
    FullAdder fa1_0(.A(pp0[1]), .B(pp1[0]), .Cin(1'b0), .Sum(sum1[1]), .Cout(c1));
    FullAdder fa1_1(.A(pp0[2]), .B(pp1[1]), .Cin(c1), .Sum(sum1[2]), .Cout(c2));
    FullAdder fa1_2(.A(pp0[3]), .B(pp1[2]), .Cin(c2), .Sum(sum1[3]), .Cout(c3));
    FullAdder fa1_3(.A(1'b0), .B(pp1[3]), .Cin(c3), .Sum(sum1[4]), .Cout(sum1[5]));
    assign sum1[6] = 1'b0;
    assign sum1[7] = 1'b0;
    assign sum2[0] = sum1[0];
    assign sum2[1] = sum1[1];
    FullAdder fa2_0(.A(sum1[2]), .B(pp2[0]), .Cin(1'b0), .Sum(sum2[2]), .Cout(c4));
    FullAdder fa2_1(.A(sum1[3]), .B(pp2[1]), .Cin(c4), .Sum(sum2[3]), .Cout(c5));
    FullAdder fa2_2(.A(sum1[4]), .B(pp2[2]), .Cin(c5), .Sum(sum2[4]), .Cout(c6));
    FullAdder fa2_3(.A(sum1[5]), .B(pp2[3]), .Cin(c6), .Sum(sum2[5]), .Cout(sum2[6]));
    assign sum2[7] = 1'b0;
    assign Product[0] = sum2[0];
    assign Product[1] = sum2[1];
    assign Product[2] = sum2[2];
    FullAdder fa3_0(.A(sum2[3]), .B(pp3[0]), .Cin(1'b0), .Sum(Product[3]), .Cout(c1));
    FullAdder fa3_1(.A(sum2[4]), .B(pp3[1]), .Cin(c1), .Sum(Product[4]), .Cout(c2));
    FullAdder fa3_2(.A(sum2[5]), .B(pp3[2]), .Cin(c2), .Sum(Product[5]), .Cout(c3));
    FullAdder fa3_3(.A(sum2[6]), .B(pp3[3]), .Cin(c3), .Sum(Product[6]), .Cout(Product[7]));
endmodule
module ComputationalModule(
    input CLK,
    input RESET,
    input ENABLE,            
    input [3:0] elemA,       
    input [3:0] elemB,       
    output reg DONE,
    output reg [15:0] result
);
    reg [2:0] count;          
    reg [15:0] accumulator;   
    wire [7:0] product;       
    wire [15:0] sum;          
    wire cout;
    Multiplier4x4 mult(
        .A(elemA),
        .B(elemB),
        .Product(product)
    );
    RippleCarryAdder16 adder(
        .A(accumulator),
        .B({8'b0, product}),
        .Cin(1'b0),
        .Sum(sum),
        .Cout(cout)
    );
    always @(posedge CLK or posedge RESET) begin
        if (RESET) begin
            count <= 0;
            accumulator <= 16'b0;
            result <= 16'b0;
            DONE <= 0;
        end
        else if (ENABLE) begin
            if (count < 8) begin
                accumulator <= sum;
                count <= count + 1;
                DONE <= 0;
                if (count == 7) begin
                    DONE <= 1;
                    result <= sum;
                end
            end
        end
    end
endmodule
</file>
<file path="flow/constraint.sdc">
current_design RippleCarryAdder8

set clk_period 6.1
set clk_io_pct 0.2

create_clock -name clk0 -period $clk_period

set non_clock_inputs [all_inputs -no_clocks]
set_input_delay [expr $clk_period * $clk_io_pct] -clock clk0 $non_clock_inputs
set_output_delay [expr $clk_period * $clk_io_pct] -clock clk0 [all_outputs]
</file>
<file path="flow/run.sh">
#!/bin/bash
# OpenROAD 26Q1-2900-gdf79404cd8, Yosys 0.63+post, stock flow scripts
make -C /OpenROAD-flow-scripts/flow DESIGN_CONFIG=/design/flow/config.mk WORK_HOME=/design/flow/orfs finish
</file>
<file path="flow/config.mk">
export PLATFORM = sky130hd
export DESIGN_NAME = RippleCarryAdder8
export DESIGN_NICKNAME = RippleCarryAdder8
export VERILOG_FILES = /design/flow/design.v
export SDC_FILE = /design/flow/constraint.sdc
export NUM_CORES = 4
export LEC_CHECK = 1
export CORE_AREA = 10 10 70 70
export DIE_AREA = 0 0 80 80
</file>
==> reports/summary.json <==
{
  "run_status": {"value": "completed"},
  "grt_max_degree": {"value": 2},
  "ys_top_cells_by_area": {"value": "sky130_fd_sc_hd__fa_1 (62%), sky130_fd_sc_hd__buf_4 (23%), sky130_fd_sc_hd__inv_1 (15%)"},
  "max-slew-margin-rel": {"value": 0.919},
  "top_area_frac": {"value": 0.621},
  "timing_worst_setup_path_type": {"value": "in -> out"},
  "grt_overflow": {"value": 0},
  "die_span_y": {"value": 80, "unit": "um"},
  "gp_routability_congestion": {"value": 0.848},
  "vias": {"value": 214},
  "worst-endpoint-arrival": {"value": 4660, "unit": "ps"},
  "rsz0062_at_grt": {"value": "no"},
  "wire_per_inst": {"value": 8.33, "unit": "um"},
  "detailed_place_hpwl": {"value": 771, "unit": "um"},
  "dr.pass1.iters": {"value": 2},
  "ys_warn_count": {"value": 0},
  "drt_drc_violations_left": {"value": 0},
  "worstSetupEndpointType": {"value": "output port"},
  "antenna_violating_nets_post_route": {"value": 0},
  "power.density": {"value": 84.5, "unit": "nW/um2"},
  "global_route_wire_length_before_repair": {"value": 1220, "unit": "um"},
  "setup_viol": {"value": 0},
  "critical_path_required": {"value": 4880, "unit": "ps"},
  "total_routing_usage_reported_by_global_routing": {"value": 0.0237},
  "combGateArea": {"value": 178, "unit": "um2"},
  "drt_iter0_drc": {"value": 1},
  "warning_count": {"value": 32},
  "ys_cells": {"value": 26},
  "filler_cell_count": {"value": 393},
  "path_max_fanout": {"value": 1},
  "nFlopsAndLatches": {"value": 0},
  "area_growth": {"value": 105, "unit": "%"},
  "setup_fix_buffers_added_after_clock_tree_synthesis": {"value": 0},
  "final.setup.worst_slack": {"value": 220, "unit": "ps"},
  "final.clkbuf_count": {"value": 0},
  "worst_setup_path_start_kind": {"value": "input pin"},
  "timing.final.max_slew_violations": {"value": 0},
  "yosys.stat.seqShare": {"value": 0},
  "crit_start": {"value": "B[0]"},
  "antenna_cells": {"value": 0},
  "setup.worst_path.end": {"value": "Sum[7]"},
  "highest_ir_drop_seen_on_vdd": {"value": 0.0323, "unit": "mV"},
  "worst_pin_slew": {"value": 121, "unit": "ps"},
  "synth.most_common_cell": {"value": "sky130_fd_sc_hd__inv_1"},
  "report.final.hold_viol_count": {"value": 0},
  "synth.cell_area": {"value": 258, "unit": "um2"},
  "yosysTopAreaCell": {"value": "sky130_fd_sc_hd__fa_1"},
  "fin_util": {"value": 0.155},
  "p_leak": {"value": 0.208, "unit": "nW"},
  "core.rowCount": {"value": 21},
  "place.port_buffers": {"value": 26},
  "synth_unique_cells": {"value": 3},
  "die_x": {"value": 80, "unit": "um"},
  "average_instance_area_after_synthesis": {"value": 9.91, "unit": "um2"},
  "dp_slack": {"value": -375, "unit": "ps"},
  "core-area": {"value": 3420, "unit": "um2"},
  "clock.fmax": {"value": 170, "unit": "MHz"},
  "holdWs": {"value": 3310, "unit": "ps"},
  "chip_area": {"value": 6400, "unit": "um2"},
  "grt_antenna_before_repair": {"value": 0},
  "period_minus_slack": {"value": 5880, "unit": "ps"},
  "layout.area.seq": {"value": 0, "unit": "um2"},
  "final_layout_size_suffix_gt1_frac": {"value": 0.227},
  "number_of_global_route_vias_before_repair": {"value": 244},
  "cts_hold_repair.buffers": {"value": 0},
  "commonest_cells_post_synth": {"value": "sky130_fd_sc_hd__inv_1 (10), sky130_fd_sc_hd__buf_4 (8), sky130_fd_sc_hd__fa_1 (8)"},
  "io-pin-count": {"value": 26},
  "final_worst_path_cycle_share": {"value": 0.964},
  "overall_power_of_the_completed_layout": {"value": 0.0000447, "unit": "W"},
  "cells_after_synthesis": {"value": 26},
  "hold_path.class": {"value": "in -> out"},
  "drt-vias-per-instance": {"value": 2.38},
  "core_util_floorplan": {"value": 0.0755},
  "detail_route.wirelength": {"value": 750, "unit": "um"},
  "cap_viol_max_count": {"value": 0},
  "yosys_area": {"value": 258, "unit": "um2"}
}
[layer usage]
| metal | global-route usage | wire length [um] |
|---|---|---|
| met4 | 0 | 0 |
| met5 | 0 | 0 |
| met2 | 0.0273 | 215 |
| met3 | 0.0273 | 261 |
| met1 | 0.0297 | 272 |
[power by group]
group | switching, W | leakage [nW] | total [W] | internal (W)
Sequential | 0 | 0 | 0 | 0
Combinational | 0.0000123 | 0.208 | 0.0000447 | 0.0000324
Clock | 0 | 0 | 0 | 0
[metrics by stage]
stage | cells | setup TNS [ps] | area (um2)
6_report | 90 | 0 | 529
5_1_grt | 90 | 0 | 529
4_1_cts | 90 | 0 | 529
3_5_place_dp | 90 | -427 | 515
3_3_place_gp | 90 | -332 | 515
2_1_floorplan | 26 | 0 | 258
[final cells by class]
class | count | area share
multi-input cells | 8 | 0.336
repair buffers | 26 | 0.485
inverters | 10 | 0.0709
well taps | 46 | 0.109
[critical path: stages]
cell	delay (ps)
sky130_fd_sc_hd__clkdlybuf4s50_1	390
sky130_fd_sc_hd__inv_1	60
sky130_fd_sc_hd__fa_2	170
sky130_fd_sc_hd__inv_1	40
sky130_fd_sc_hd__fa_2	330
sky130_fd_sc_hd__fa_2	340
sky130_fd_sc_hd__fa_2	350
sky130_fd_sc_hd__fa_2	340
sky130_fd_sc_hd__fa_2	340
sky130_fd_sc_hd__fa_2	340
sky130_fd_sc_hd__inv_2	60
sky130_fd_sc_hd__fa_1	400
sky130_fd_sc_hd__inv_1	60
sky130_fd_sc_hd__dlygate4sd2_1	200
[cell usage in the layout (no fill, tap or decap), drive strengths merged]
cell type	n
clkdlybuf4s50	23
dlygate4sd2	3
fa	8
inv	10
[worst min-delay path by stage]
stage	start	endpoint	cells after the start
after global routing	B[7]	Sum[7]	5
final	B[7]	Sum[7]	5
after CTS	B[7]	Sum[7]	5
[repair_timing]
action	4_1_cts	5_1_grt
resized	13	0
setup endpoints to repair	2	3
pin swaps	7	7
cloned	0	0
[kinds of logic (layout without fill, tap and decap cells)]
| kind of cell | after synthesis | after routing | synth area share |
|---|---|---|---|
| adders and majority gates | 8 | 8 | 0.621 |
| buffers and inverters | 18 | 36 | 0.379 |
Power is estimated from default activity; no workload was simulated.

==> design.v <==
module ComputeModule(
    input CLK,
    input START,                     
    input [7:0] dataA,               
    input [7:0] dataB,               
    output reg [15:0] result,        
    output reg DONE                  
);
    reg [2:0] counter;               
    reg [15:0] accumulator;          
    reg computing;                   
    initial begin
        result = 0;
        DONE = 0;
        counter = 0;
        accumulator = 0;
        computing = 0;
    end
    always @(posedge CLK) begin
        if (START && !computing) begin
            computing <= 1;
            counter <= 0;
            accumulator <= 0;
            DONE <= 0;
        end
        else if (computing) begin
            accumulator <= accumulator + (dataA * dataB);
            counter <= counter + 1;
            if (counter == 7) begin
                result <= accumulator + (dataA * dataB);   
                DONE <= 1;
                computing <= 0;
            end
        end
    end
endmodule
`timescale 1ns / 1ps
module ControlModule(
    input CLK,
    input WR_EN,
    input RD_EN,
    input selectAB,
    input [7:0] keyIn,
    input START_COMP,
    output [15:0] dot_result,
    output comp_done,
    output doneA,
    output doneB
);
    wire [7:0] readDataA;
    wire [7:0] readDataB;
    InputModule inputMod(
        .CLK(CLK),
        .WR_EN(WR_EN),
        .RD_EN(RD_EN),
        .selectAB(selectAB),
        .keyIn(keyIn),
        .readDataA(readDataA),
        .readDataB(readDataB),
        .doneA(doneA),
        .doneB(doneB)
    );
    ComputeModule compute(
        .CLK(CLK),
        .START(START_COMP),
        .dataA(readDataA),
        .dataB(readDataB),
        .result(dot_result),
        .DONE(comp_done)
    );
endmodule
`timescale 1ns / 1ps
module InputModule(
    input CLK,
    input WR_EN,
    input RD_EN,
    input selectAB,
    input [7:0] keyIn,
    output reg [7:0] readDataA,
    output reg [7:0] readDataB,
    output reg doneA,
    output reg doneB
);
    reg [7:0] vectorA [0:7];
    reg [7:0] vectorB [0:7];
    integer indexA;
    integer indexB;
    integer readIndex;
    integer i;
    initial begin
        indexA = 0;
        indexB = 0;
        readIndex = 0;
        doneA = 0;
        doneB = 0;
        readDataA = 0;
        readDataB = 0;
        for (i = 0; i < 8; i = i + 1) begin
            vectorA[i] = 0;
            vectorB[i] = 0;
        end
    end
    always @(posedge CLK) begin
        if (WR_EN) begin
            if (selectAB == 0) begin
                vectorA[indexA] <= keyIn;
                indexA <= indexA + 1;
                if (indexA == 7) begin   
                    doneA <= 1;
                end
            end else begin
                vectorB[indexB] <= keyIn;
                indexB <= indexB + 1;
                if (indexB == 7) begin   
                    doneB <= 1;
                end
            end
        end
        else if (RD_EN) begin
            readDataA <= vectorA[readIndex];
            readDataB <= vectorB[readIndex];
            readIndex <= readIndex + 1;
            if (readIndex == 7) begin
                readIndex <= 0;   
            end
        end
    end
    task printA;
        integer j;
        begin
            $display("---- DUMP VECTOR A ----");
            for (j = 0; j < 8; j = j + 1)
                $display("A[%0d] = %d", j, vectorA[j]);
        end
    endtask
    task printB;
        integer j;
        begin
            $display("---- DUMP VECTOR B ----");
            for (j = 0; j < 8; j = j + 1)
                $display("B[%0d] = %d", j, vectorB[j]);
        end
    endtask
endmodule
==> run.sh <==
#!/bin/bash
# OpenROAD 26Q1-2900-gdf79404cd8, Yosys 0.63+post, stock flow scripts
make -C /OpenROAD-flow-scripts/flow DESIGN_CONFIG=/design/flow/config.mk WORK_HOME=/design/flow/orfs finish
==> config.mk <==
export PLATFORM = sky130hd
export DESIGN_NAME = ControlModule
export DESIGN_NICKNAME = ControlModule
export VERILOG_FILES = /design/flow/design.v
export SDC_FILE = /design/flow/constraint.sdc
export NUM_CORES = 4
export LEC_CHECK = 1
export CORE_UTILIZATION = 50
==> constraint.sdc <==
current_design ControlModule

set clk_period 10.1
set clk_io_pct 0.2

create_clock -name clk0 -period $clk_period [get_ports {CLK}]

set non_clock_inputs [all_inputs -no_clocks]
set_input_delay [expr $clk_period * $clk_io_pct] -clock clk0 $non_clock_inputs
set_output_delay [expr $clk_period * $clk_io_pct] -clock clk0 [all_outputs]
==> flow_summary.json <==
{
  "status": "finished, final reports clean",
  "clk_latency_ps": 580,
  "ys_cells": 1033,
  "max_freq_mhz": 209,
  "cts_hold_buf": 0,
  "internal-power_mw": 2.75,
  "drc": 0,
  "areaGrowthSynthToFinish_pct": 13.1,
  "syn_area_per_cell_um2": 13.7,
  "rr_worst_depth": 13,
  "warning_count": 25,
  "area_leaders": "edfxtp_1 55%, fa_1 7.1%, mux4_2 5.1%, xnor2_1 4.3%, ha_1 3.5%",
  "drt-total-wl_mm": 24.7,
  "synth-edff-count": 258,
  "dp_slack_ps": 5330,
  "routed-via-count": 7902,
  "dieHeight_um": 170,
  "antenna_cells": 0,
  "path_max_fanout": 8,
  "synth.top_cell.area_share": 0.549,
  "globalRouteMet1Util": 0.360,
  "grtUsageMet2": 0.272,
  "ff_type": "edfxtp_1",
  "post-cts-setup-buffers": 0,
  "pin_count": 32,
  "die_w_um": 170,
  "net-switching-power_mw": 1.23,
  "synth_area_um2": 14100,
  "min_period_ps": 4790,
  "holdWs_ps": 471,
  "power_frac_comb": 0.345,
  "yosysTopAreaCell": "edfxtp_1",
  "finClkSkew_ps": 34.1,
  "final_common_cell": "edfxtp_1",
  "end_kind": "register",
  "power.total_mw": 3.98,
  "synth_cells": 1033,
  "firstDrtPassIters": 4,
  "drive_gt1_frac": 0.109,
  "critPathKind": "register to register",
  "rrSetupSlack_ps": 5310,
  "async_flop_share": 0,
  "r2r_start": "inputMod.readDataA[4]$_DFFE_PP_",
  "hold_end": "compute.accumulator[4]$_SDFFE_PP0P_",
  "layout_top_cells": "258 x edfxtp_1, 109 x inv_1, 98 x nand2_1, 69 x xnor2_1, 50 x fa_1",
  "sw_frac_of_total": 0.310,
  "rr_endpoint": "compute.result[15]$_DFFE_PP_",
  "cap_violations": 0,
  "die-area_um2": 28900,
  "cts_tree": "built",
  "use_met3": 0.0789,
  "fin_crit_sh": 0.474,
  "grt_start_max_net_pins": 49,
  "holdPathStages": 2,
  "final_area_um2": 16000,
  "clk_pin_slew_ps": 60,
  "synthDistinctLibCells": 56,
  "worst_slew_pin_slew_ps": 823,
  "crit_path_start_kind": "register",
  "hpwlAfterDp_mm": 16.4,
  "hold_path.class": "register to register",
  "row_count": 61,
  "fp_util": 0.508,
  "setup_viol": 0,
  "power_density_nw_per_um2": 249,
  "grt_pass1_wl_mm": 41.8,
  "ys_seq_share": 0.579,
  "yosysChipArea_um2": 14100,
  "ant_nets": 0,
  "h-tree-depth": 1,
  "vias_per_cell": 5.29,
  "power.leakage_nw": 5.82,
  "antenna_found_initial": 0,
  "post_cts_resized": 0,
  "io_buffers": 31,
  "cts_num_sinks": 279,
  "first_global_vias": 8047,
  "slew_headroom": 0.449,
  "arrival_ps": 5100,
  "yosysWarnings": 2,
  "grt-ovfl-total": 0,
  "hold_viol": 0,
  "drtIter0Drc": 415,
  "core_um2": 27800,
  "gp_congestion": 0.886,
  "p_clk_frac": 0.280,
  "cts_buffers": 30,
  "worstHoldStart": "compute.accumulator[4]$_SDFFE_PP0P_",
  "slew_viol_final": 0,
  "rsz0062_at_grt": "no",
  "busiest_layer": "met1",
  "grt_util_all_layers": 0.203,
  "required_ps": 10400,
  "setup_tns_ps": 0,
  "clock-root-buffer": "clkbuf_16",
  "seq_power_share": 0.375,
  "placed_area_um2": 14900,
  "fin_ws_ps": 5310,
  "routedWlPerCell_um": 16.6,
  "ir_drop_v": 0.000192,
  "ctsLongestPathBuffers": 3,
  "ys.flops": 279
}
[layer usage]
| layer | vias to the layer above | routed length, um |
|---|---|---|
| met3 | 36 | 2050 |
| met5 | - | 0 |
| met1 | 3809 | 11600 |
| li1 | 3847 | - |
| met4 | 0 | 534 |
| met2 | 210 | 10600 |
[worst max path at each step]
stage                                      startpoint                      endpoint  slack, ps
after global routing  inputMod.readDataA[4]$_DFFE_PP_  compute.result[15]$_DFFE_PP_       5080
final                 inputMod.readDataA[4]$_DFFE_PP_  compute.result[15]$_DFFE_PP_       5310
after CTS             inputMod.readDataA[4]$_DFFE_PP_  compute.result[15]$_DFFE_PP_       5300
[cell type report]
type                    instances  area, um^2
multi-input cells             624        5460
fillers                      2245       11800
clock inverters                21         245
inverters                     109         409
clock buffers                  35         769
flip-flops and latches        279        8170
well taps                     378         473
repair buffers                 48         438
[cells in the mapped netlist, drive strengths merged, types with 2 or more instances]
master and count:
a21o 7, a21oi 8, a221o 2, a31o 5, and2 43, and3 15
and4 10, buf 7, clkbuf 15, dfxtp 21, edfxtp 258, fa 50
ha 40, inv 109, mux2 16, mux4 32, nand2 98, nand2b 4
nand3 35, nand4 28, nor2 42, nor2b 4, nor3 21, nor4 18
nor4b 5, o21a 2, o21ai 11, o31ai 5, or3 5, or4 6
xnor2 69, xor2 31
[registers in the layout (all words and copies together) (netlist names)]
name,cells
inputMod.vectorA,64
inputMod.vectorB,64
inputMod.indexA,32
inputMod.indexB,32
inputMod.readIndex,32
compute.accumulator,16
compute.result,16
inputMod.readDataA,8
inputMod.readDataB,8
compute.counter,3
compute.DONE,1
compute.computing,1
inputMod.doneA,1
inputMod.doneB,1
[worst max-delay path: stages, from the launching register on]
cell      delay (ps)
edfxtp_1         500
and2_1           220
fa_1             480
fa_1             510
fa_1             540
inv_1             50
fa_1             520
inv_1             40
ha_1             360
a21o_1           240
a221o_1          320
a21o_1           180
or3_1            350
and2_2           190
[metrics by stage]
step	util	std cells
6_report	0.574	1494
5_1_grt	0.574	1494
4_1_cts	0.574	1494
3_5_place_dp	0.538	1438
3_3_place_gp	0.538	1438
2_1_floorplan	-	1034
[cell families after synthesis]
family | synth area share
AOI/OAI and AO/OA | 0.0247
xor gates and xnor gates | 0.0621
adders and majority gates | 0.106
buffers and inverters | 0.0359
DFF | 0.579
muxes | 0.0645
other | 0.000266
and+or+nand+nor | 0.127
[power groups by stage]
stage / combinational, mW / sequential, mW / clock, mW
CTS: 1.39 / 1.49 / 1.14
global route: 1.59 / 1.51 / 1.18
finish: 1.37 / 1.49 / 1.11
